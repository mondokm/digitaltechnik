<file path="config.mk">
export PLATFORM = sky130hd
export DESIGN_NAME = HF1
export DESIGN_NICKNAME = HF1
export VERILOG_FILES = /design/flow/design.v
export SDC_FILE = /design/flow/constraint.sdc
export NUM_CORES = 4
export LEC_CHECK = 1
export CORE_AREA = 10 10 73 73
export DIE_AREA = 0 0 83 83
</file>
<file path="constraint.sdc">
current_design HF1

set clk_period 1.3
set clk_io_pct 0.2

create_clock -name clk0 -period $clk_period [get_ports {clk}]

set non_clock_inputs [all_inputs -no_clocks]
set_input_delay [expr $clk_period * $clk_io_pct] -clock clk0 $non_clock_inputs
set_output_delay [expr $clk_period * $clk_io_pct] -clock clk0 [all_outputs]
</file>
<file path="design.v">
`timescale 1ns / 1ps
module HF1(
    input clk,
    input rst,
    output [2:0] man_out,
    output [2:0] std_out,
    output [2:0] ind_out
    );
MAN_FSM MAN(.clk(clk), .rst(rst), .man_out(man_out));
STD_FSM STD(.clk(clk), .rst(rst), .std_out(std_out));
IND_FSM IND(.clk(clk), .rst(rst), .ind_out(ind_out));
endmodule
`timescale 1ns / 1ps
module IND_FSM(
    input clk,
    input rst,
    output [2:0] ind_out
    );
reg [2:0] cnt,out;
always @ (posedge clk)
	if(rst) cnt <= 3'b0;
	else cnt <= cnt+1;
always @ (*)
	case(cnt)
		3'b000: out<= 3'b000;
		3'b001: out<= 3'b011;
		3'b010: out<= 3'b010;
		3'b011: out<= 3'b101;
		3'b100: out<= 3'b001;
		3'b101: out<= 3'b110;
		3'b110: out<= 3'b100;
		3'b111: out<= 3'b111;
		default: out<= 3'b000;
	endcase
assign ind_out=out;
endmodule
`timescale 1ns / 1ps
module MAN_FSM(
    input clk,
    input rst,
    output [2:0] man_out
    );
reg [2:0] state;
wire [2:0] next_state;
always @ (posedge clk)
	if(rst)	state<=3'b0;
	else		state<=next_state;
assign next_state[2] = state[1] & ~state[0] | state[2] & ~state[1] & ~state[0] | state[0] & ~state[2] & ~state[1];
assign next_state[1] = state[0] & ~state[2] | ~state[0] & ~state[1];
assign next_state[0] = ~state[2] & ~state[0] | state[2] & ~state[1];
assign man_out = state;
endmodule
`timescale 1ns / 1ps
module STD_FSM(
    input clk,
    input rst,
    output [2:0] std_out
    );
parameter START = 3'b000;
parameter A = 3'b011;
parameter B = 3'b010;
parameter C = 3'b101;
parameter D = 3'b001;
parameter E = 3'b110;
parameter F = 3'b100;
parameter G = 3'b111;
reg [2:0] state, next_state;
always @ (posedge clk)
	if(rst) state <= START;
	else state <= next_state;
always @ (*)
	case(state)
		START: next_state <= A;
		A: next_state <= B;
		B: next_state <= C;
		C: next_state <= D;
		D: next_state <= E;
		E: next_state <= F;
		F: next_state <= G;
		G: next_state <= START;
	endcase
assign std_out = state;
endmodule
</file>
<file path="run.sh">
#!/bin/bash
# OpenROAD 26Q1-2900-gdf79404cd8, Yosys 0.63+post, stock flow scripts
make -C /OpenROAD-flow-scripts/flow DESIGN_CONFIG=/design/flow/config.mk WORK_HOME=/design/flow/orfs finish
</file>
==> metrics.yaml <==
status:
  status: "complete, no violations"
power_and_ir_drop:
  leakage_nw: 0.4222
  peakVddDrop_mv: 0.5011
  power_density_nw_per_um2: 1502
worst_setup_path:
  crit_start: "IND.cnt[0]"
  timing.rr.end: "ind_out[1]"
  path_class: "reg -> reg"
  end_kind: "register"
  crit_path_max_fanout: 2
  endpoint: "ind_out[1]"
  reg2reg_from: "IND.cnt[0]"
  cp.required_ns: 1.42
  cp-start-kind: "register"
  reg2reg_slack_ns: 0.03
  rr_worst_depth: 6
  critPathArrivalTime_ns: 1.39
route:
  routed_wl_um: 1086
  dr.pass1.iters: 3
  antenna-diode-count: 0
  vias: 383
  routed_via_density: 3.360
  antenna_left: 0
  drcViolationCount: 0
  wl_per_cell_um: 9.526
  detail_route.iter0.violations: 20
placed_design:
  gp_congestion: 0.6493
  hpwl_um: 733.2
  pre_cts_ws_ns: -0.3050
  io_buffers: 10
  dp_cells: 105
logic_synthesis:
  post_synth.cell_area_avg_sq_um: 10.32
  synth_top_flop_cell: "dfxtp_1"
  topCellsByArea: "dfxtp_1 53%, ha_1 8.3%, nor2_1 7.4%"
  ys_types: 13
  yosys_area_sq_um: 454.2
  synthArstFlopShare: 0
  ys_ff: 12
  netlist.area_leader.share: 0.5289
  syn-instance-count: 44
  syn-cell-area_sq_um: 454.2
  yosys_cells: 44
  ys_seq_share: 0.5289
  most_common_cell: "dfxtp_1"
  yosysWarnings: 3
  yosysTopAreaCell: "dfxtp_1"
  ys_top_cells_by_count: "12 x dfxtp_1, 9 x nor2_1"
  edf_count: 0
final_timing:
  skew_ns: 0.002564
  setup_ws_ns: 0.02545
  fin_crit_sh: 0.9804
  whs_ns: 0.5239
  hold_viol_final: 0
  worst-slew-pin-transition_ns: 0.3047
  slew_headroom: 0.7969
  fin_tns_setup_ns: 0
  setup_violations: 0
  slew_violations: 0
  rsz0062_at_grt: "true"
  clock.fmax_mhz: 784.6
  period_needed_ns: 1.275
worst_hold_path:
  hp-class: "in -> reg"
  hp-start: "rst"
grt:
  overflow: 0
  antenna_found_initial: 0
  grt_use_total: 0.02770
  grt_max_degree: 11
  grt_first_pass_wirelength_um: 1662
  grt_pass1_vias: 360
floorplanning:
  num_io_pins: 11
  die-area_sq_um: 6889
  dieWidth_um: 83
  die_height_um: 83
  floorplanUtilization: 0.1213
  rows: 22
  core-area_sq_um: 3744
cells_and_area:
  stdcell_count: 114
  drive_above_1_share: 0.5303
  area_delta_synth_final_pct: 84.57
  fillCellCount: 404
cts:
  clockBufferDepth: 2
  cts_buffers: 3
  clk_latency_ns: 0.24
  cts_max_level: 1
  path_clk_slew_ns: 0.05
  cts_num_sinks: 12
  root_buffer: "clkbuf_8"
  cts_tree: "built"
flow_run:
  cap_viol_max_count: 0
  warning_count: 26
==> through the flow <==
stage	cell area, sq um	total power [mW]	util
after floorplan	467.9	0.6049	-
after detailed placement	653.1	0.7721	0.1745
after global placement	653.1	0.7553	0.1745
final	838.3	1.259	0.2239
after global routing	838.3	1.342	0.2239
after CTS	770.7	1.247	0.2059
==> cell type report <==
type	instances	area (sq um)	share of cell area
multi-input cells	28	274.0	0.3269
repair buffers	19	182.7	0.2179
well taps	48	60.06	0.07164
flip-flops and latches	12	252.7	0.3015
clock buffers	4	55.05	0.06567
inverters	3	13.76	0.01642
==> how the worst min path moves through the flow <==
stage,endpoint,cells past startpoint
CTS,MAN.state[0],3
finish,MAN.state[0],3
global route,MAN.state[0],3
==> where the power goes <==
part | leakage, nW | switching (mW) | total (mW) | internal [mW]
combinational | 0.291 | 0.145 | 0.376 | 0.231
sequential | 0.102 | 0.0364 | 0.487 | 0.450
clock | 0.0288 | 0.130 | 0.397 | 0.267
total | 0.422 | 0.311 | 1.26 | 0.948
==> cell usage in the layout (no fill, tap or decap), types with 2 or more instances in the layout <==
cell type and instances:
dfxtp_2 10, buf_4 9, nor2_1 8, dlymetal6s2s_1 7, clkbuf_8 4, ha_4 3, dfxtp_1 2, inv_1 2
nor2b_1 2, a211oi_1 2, o21ba_2 2, xor2_1 2, dlygate4sd2_1 2
==> per-layer routing <==
layer,share of wire,global-route usage,wire length (um),vias to the layer above
li1,-,-,-,188
met1,0.46,0.03205,502,184
met2,0.44,0.03980,480,9
met3,0.082,0.02067,89,2
met4,0.012,0.006154,13,0
met5,0,0,0,-
==> state kept, by name (all words and copies together) (netlist names) <==
signal	flops
IND.cnt	3
MAN.state	3
STD.state	3
ind_out	3
==> logic make-up after synthesis <==
group,count (synthesis),synth area share
fa+ha+maj,3,0.08265
flops,12,0.5289
simple gates,13,0.1295
compound gates,9,0.1487
buf+inv,4,0.03580
xor+xnor,3,0.07440
==> timing repair <==
action / in CTS / in global routing
hold buffers: 0 / 0
setup endpoints to repair: 9 / 10
hold endpoints to repair: 0 / 0
pin swaps: 1 / 3
setup buffers: 5 / 0
gates resized: 11 / 18
==> critical path, stage by stage, from the launching register on <==
cell,delay [ns]
dfxtp_2,0.33
ha_4,0.27
nand2b_4,0.06
buf_4,0.14
ha_4,0.20
o21ai_1,0.07
o31ai_1,0.09
Power and IR drop assume default switching activity.
